## ./config.mk

```make
export PLATFORM = sky130hd
export DESIGN_NAME = vga_top
export DESIGN_NICKNAME = vga_top
export VERILOG_FILES = /design/flow/design.v
export SDC_FILE = /design/flow/constraint.sdc
export NUM_CORES = 4
export LEC_CHECK = 1
export CORE_AREA = 10 10 70 70
export DIE_AREA = 0 0 80 80
```

## ./run.sh

```bash
#!/bin/bash
# OpenROAD 26Q1-2900-gdf79404cd8, Yosys 0.63+post, stock flow scripts
make -C /OpenROAD-flow-scripts/flow DESIGN_CONFIG=/design/flow/config.mk WORK_HOME=/design/flow/orfs finish
```

## ./constraint.sdc

```tcl
current_design vga_top

set clk_period 2.8
set clk_io_pct 0.2

create_clock -name clk0 -period $clk_period [get_ports {clk}]

set non_clock_inputs [all_inputs -no_clocks]
set_input_delay [expr $clk_period * $clk_io_pct] -clock clk0 $non_clock_inputs
set_output_delay [expr $clk_period * $clk_io_pct] -clock clk0 [all_outputs]
```

## ./design.v

```verilog
module palette(
				input wire [7:0] colour_in,
				output wire [11:0] colour_out
				);
assign colour_out = {colour_in[7:5], colour_in[5],
							colour_in[4:2], colour_in[2],
							colour_in[1:0], colour_in[0], colour_in[7:5]};
endmodule
module vga_sync(
						input wire clk, reset,
						output wire hsync_i, vsync_i, video_on_i, p_tick,
						output wire [9:0] pixel_x, pixel_y
					);
localparam HD = 640;  
localparam HF = 16 ;  
localparam HB = 48 ;  
localparam HR = 96 ;  
localparam VD = 480;  
localparam VF = 10;	 
localparam VB = 33;	 
localparam VR = 2;	 
reg mod2_reg;
wire mod2_next;
reg [9:0] h_count_reg, h_count_next;
reg [9:0] v_count_reg, v_count_next;
wire h_end , v_end, pixel_tick;
always @(posedge clk, posedge reset) begin  
	if (reset) begin  
		mod2_reg <= 1'b0;
		v_count_reg <= 0;
		h_count_reg <= 0;
	end
	else begin
		mod2_reg <= mod2_next;
		v_count_reg <= v_count_next;
		h_count_reg <= h_count_next;
	end
end
assign mod2_next = mod2_reg;
assign pixel_tick = mod2_reg;
assign h_end = (h_count_reg==(HD+HF+HB+HR-1));
assign v_end = (v_count_reg==(VD+VF+VB+VR-1));
always@(*) begin
	if (pixel_tick) begin  
		if (h_end) h_count_next = 0;
		else h_count_next = h_count_reg + 1;
	end
	else h_count_next = h_count_reg;
end
always@(*) begin
	if (pixel_tick & h_end)
		if (v_end)
			v_count_next = 0;
		else
			v_count_next = v_count_reg + 1;
	else
		v_count_next = v_count_reg;
end
assign hsync_i = h_count_reg<(HD+HF) || h_count_reg>(HD+HF+HR-1);  
assign vsync_i = v_count_reg<(VD+VF) || v_count_reg>(VD+VF+VR-1);  
assign video_on_i = (h_count_reg<HD) && (v_count_reg<VD);
assign pixel_x = h_count_reg;
assign pixel_y = v_count_reg;
assign p_tick = pixel_tick;
endmodule
module vga_top (
						input wire clk, reset,
						input wire [19:0] vga_address,
						input wire vga_chipselect,
						input wire vga_write,
						input wire vga_read,
						input wire [31:0] vga_writedata,
						output wire [31:0] vga_readdata,
						output wire vsync, hsync,
						output wire [11:0] rgb,  
						output wire [17:0] sram_addr,
						inout [15:0] sram_dq,
						output sram_ce_n, sram_oe_n, sram_we_n,
						output sram_lb_n, sram_ub_n
						);
reg video_on_reg, vsync_reg , hsync_reg;
wire vsync_i, hsync_i, video_on_i , p_tick;
wire [9:0] pixel_x, pixel_y ;
wire wr_vram, rd_vram;
wire [7:0] cpu_rd_data, vga_rd_data;
wire [11:0] colour;
vga_sync vga_sync_inst (
    .clk(clk),            
    .reset(reset),        
    .hsync_i(hsync_i),    
    .vsync_i(vsync_i),    
    .video_on_i(video_on_i),  
    .p_tick(p_tick),      
    .pixel_x(pixel_x),    
    .pixel_y(pixel_y)     
);
vram_ctrl vram_ctrl_inst (
    .clk(clk),                
    .reset(reset),            
    .pixel_x(pixel_x),        
    .pixel_y(pixel_y),        
    .p_tick(p_tick),          
    .vga_rd_data(vga_rd_data),  
    .cpu_mem_wr(wr_vram),  
    .cpu_mem_rd(rd_vram),  
    .cpu_addr(vga_address[18:0]),      
    .cpu_wr_data(vga_writedata[7:0]),  
    .cpu_rd_data(cpu_rd_data),  
    .sram_addr(sram_addr),    
    .sram_dq(sram_dq),        
    .sram_ce_n(sram_ce_n),    
    .sram_oe_n(sram_oe_n),    
    .sram_wr_n(sram_wr_n),    
    .sram_lb_n(sram_lb_n),    
    .sram_ub_n(sram_ub_n)     
);
palette palette_inst (
    .colour_in(vga_rd_data),     
    .colour_out(colour)    
);
always@(posedge clk) begin
	if (p_tick) begin
		vsync_reg <= vsync_i;
		hsync_reg <= hsync_i;
		video_on_reg <= video_on_i;
	end
end
	assign vsync = vsync_reg;
	assign hsync = hsync_reg;
	assign wr_vram = vga_write & vga_chipselect & (~vga_address[19]);
	assign rd_vram = vga_read & vga_chipselect & (~vga_address[19]);
	assign vga_readdata = (~vga_address[19]) ? {24'b0, cpu_rd_data} : 
															 {12'b0, pixel_y, pixel_x};
	assign rgb = video_on_reg ? colour : 12'b0;
endmodule
module vram_ctrl(
						input wire clk, reset,
						input wire [9:0] pixel_x, pixel_y,
						input wire p_tick,
						output wire [7:0] vga_rd_data,
						input wire cpu_mem_wr, cpu_mem_rd,
						input wire [18:0] cpu_addr,
						input wire [7:0] cpu_wr_data,
						output wire [7:0] cpu_rd_data,
						output wire [17:0] sram_addr,
						inout [15:0] sram_dq,
						output sram_ce_n, sram_oe_n, sram_wr_n,
						output sram_lb_n, sram_ub_n
						);
localparam [2:0] idle = 3'd0,
					  waitr = 3'd1,
					  rd = 3'd2,
					  fetch = 3'd3,
					  waitw = 3'd4,
					  wr = 3'd5;
reg [2:0] state_reg, state_next;
reg [7:0] vga_rd_data_reg;
reg [18:0] cpu_addr_reg, cpu_addr_next;
wire [18:0] mem_addr;
wire [18:0] y_offset, vga_addr;  
reg [7:0] cpu_rd_data_reg, cpu_rd_data_next;
reg [7:0] wr_data_reg, wr_data_next;
reg we_n_reg;
wire we_n_next;
wire [7:0] byte_from_sram;
wire vga_cycle;
always@(posedge clk) begin
	if (vga_cycle)	vga_rd_data_reg <= byte_from_sram;
end
assign y_offset = {1'd0, pixel_y[8:0], 9'd0} + {3'd0, pixel_y[8:0], 7'd0};
assign vga_addr = y_offset + pixel_x;
assign vga_rd_data = vga_rd_data_reg;
assign cpu_rd_data= cpu_rd_data_reg; 
always @(posedge clk, posedge reset) begin 
	if (reset) begin
		state_reg <= idle;
		cpu_addr_reg <= 0;
		wr_data_reg <= 0;
		cpu_rd_data_reg <= 0;
	end
	else begin
		state_reg <= state_next;
		cpu_addr_reg <= cpu_addr_next;
		wr_data_reg <= wr_data_next;
		cpu_rd_data_reg <= cpu_rd_data_next; we_n_reg <= we_n_next;
	end
end
always@(*) begin
	state_next = state_reg;
	cpu_addr_next = cpu_addr_reg;
	wr_data_next = wr_data_reg;
	cpu_rd_data_next = cpu_rd_data_reg;
	case (state_reg)
		idle:
			if (cpu_mem_wr)
			begin
					cpu_addr_next = cpu_addr;
					cpu_addr_next = wr_data_next;
					if (vga_cycle) 
						state_next = wr;
					else 
						state_next = waitw;
			end	
			else if (cpu_mem_rd) begin
					if (vga_cycle)
						state_next = rd;
					else begin
						state_next = waitr;
						cpu_rd_data_next = byte_from_sram;
					end
				end
		rd: begin
				cpu_rd_data_next = byte_from_sram; 
				state_next = fetch;
			end
		waitr:
			state_next = fetch;
		fetch:
			state_next = idle;
		waitw:
			state_next = wr;
		wr: 
			state_next = idle;
	endcase
end
assign we_n_next = (state_next==wr) ? 1'b0: 1'b1;
assign mem_addr = vga_cycle ? vga_addr:
													((~we_n_reg) ? cpu_addr_reg:cpu_addr);
assign sram_addr = mem_addr [18:1];
assign sram_lb_n = (~mem_addr [0]) ? 1'b0: 1'b1;
assign sram_ub_n = (mem_addr [0]) ? 1'b0: 1'b1;
assign sram_ce_n = 1'b0;
assign sram_oe_n = 1'b0;
assign sram_we_n = we_n_reg;
assign sram_dq = (~we_n_reg)? {wr_data_reg, wr_data_reg}: 16'bz;
assign byte_from_sram = mem_addr [0] ? sram_dq [15:8]: sram_dq [7:0];
endmodule			
```

==> flow_results.org <==
#+TITLE: Synthesis and PnR summary

** Setup path
- Top fanout value on the critical path :: 2
- Crit end category :: primary output
- Start-to-end type of the worst setup path :: in -> out
- Startpoint Class :: input pin
- Signal arrival time at the worst endpoint :: 1.61 ns
- According to the timing report, the data required time at the worst endpoint equals 2.24 ns.

** Timing
- Clock Skews :: 0.00900 ns
- The final timing summary puts the cycle share of the worst path at around 77%.
- Setup repair after global routing left no endpoint under its margin.
- Max Transition Viols Final :: 0
- Post-route minimum period :: 2.17 ns
- Max Clock Freq :: 461 MHz
- Per the final timing report, the hold violations number 0.
- Final setup violation count :: 0
- The final layout reports a setup TNS of 0 ns.

** Routing
- Summing over every cut layer, the via total after detailed routing is 570.
- Dividing the detail-routed wire length by the instance count gives ~12 µm.
- Count of antenna diodes in the layout :: 0
- The final layout contains routed wiring with a total length of approximately 2.3 mm.
- Detailed router's first-iteration violation count :: 19
- Post-detailed-route DRC marker count :: 0
- Detailed Routing Iterations Pass 1 :: 2
- In the routed layout, each cell is associated on average with a via count of 2.91.
- Final antenna-violating net count :: 0

** Logic synthesis
- Largest cells by area :: buf_4 (58%), and2_1 (13%), dfrtp_1 (12%)
- Synth Area per Inst :: 8.14 µm²
- Parity-gate share of the synthesized area counting xor and xnor cells :: 0%
- The synthesized netlist handed to floorplanning was reported with a cell count of 104.
- Total standard cell area after synthesis :: 847 µm²
- Post-Synth Simple-Gate Area :: 18.6%
- For reference, compound AND-OR and OR-AND cells occupy 2.95% of the area reported after synthesis.
- Of the total synthesized cell area, the portion taken by full adders, half adders and majority gates is 0%.
- Largest logic family :: buffers and inverters
- Area share, top type :: 57.6%
- Per the Yosys statistics, synthesis produced 104 cells.
- Flip-flop and latch count after synthesis :: 6
- The synthesized netlist contains 17 unique library cells.
- Part of the Yosys area used for sequential elements :: ~18%
- Chip area from the yosys synthesis statistics :: 847 µm²
- Library cell occupying the most area in the post-synthesis netlist :: buf_4
- Yosys warnings :: 8
- For reference, the mux area share after synthesis is 0%.

** Global route
- After global routing the overflow that remains totals 0.
- Routing resource usage on met3 recorded by global route was under 10%.
- Pin count of the biggest net entering global routing :: 20
- Antenna violations before repair :: 0
- The global routing report lists combined usage of all routing layers as 6.11%.
- The number of global-route vias before repair came to 642.
- GR Layer Usage met2 :: 10.7%
- The first global-routing pass estimated 3.22 mm of wire.
- Met1 Resource Use GR :: under 10%
- GRT busiest layer :: met2

** Die
- Height of the chip :: about 80 µm
- Placeable core area :: 0.00342 mm²
- For this configuration, the core starts out at a cell density of 24.8%.
- Row generation in the floorplan step produced 21 rows.
- Total die area :: 0.00640 mm²
- Width of the die :: 80 µm
- According to the I/O placement log, the pin count is 142.

** CTS
- The root buffer cell chosen for the clock tree is clkbuf_4.
- Insertion delay at the late pin of the worst-skew pair :: 0.25 ns
- Number of clock sinks :: 6
- Counting the buffers created by CTS gives 3.
- TritonCTS built the clock tree.
- CTS Buffer Depth :: 2
- H-tree lvl count :: 1
- Quantity of hold-fixing buffers added after cts :: 0
- Setup Buffers After CTS :: 0
- Count of instances resized after the clock tree is built :: 0
- Clock-pin slew was measured on the worst setup and hold paths at 0.04 ns.

** Final layout
- Max FFs per register :: 5
- Fraction of final layout cells with drive strength greater than 1 :: 4.00%
- In this run the layout overhead on the synthesized area is reported as 32.1%.
- Count of non-filler cells in the finished layout :: 196

** Pwr
- Share of power burned in combinational logic :: 30.8%
- The power report attributes to the sequential group a share of between 30% and 40%.
- Switching part of the total :: 20.8%
- Total power for the finished layout comes to 258 µW.
- Cell Int Power :: ~200 µW
- Summed over all nets, the switching power comes to 53.7 µW.
- Relative contribution of the clock network to total power :: ~33%
- The worst-case IR drop observed on VDD is ~0.28 mV.
- Pwr dens :: 231 mW/mm²
- The script extracted a total leakage power of roughly 0.58 nW.

** Placed design
- Number of port buffers :: approximately 44
- After detailed placement, the design holds a cell count of around 190.
- HPWL Detailed :: 2.09 mm
- Global placer's final weighted congestion :: 0.786

** Job
- Per the run summary, max-cap violations total 0.
- Across all stage logs, warnings added up to 57.

** Hold path
- Note that the worst hold path type here is reg -> reg.

** Outcome
- Run status :: finished, final reports clean
==> per-stage QoR <==
| stage | hold slack (ns) | setup WS (ns) | util (%) | cell area (µm²) |
|---|---|---|---|---|
| after floorplan | 0.349 | 1.52 | - | 1090 |
| after global placement | 0.367 | 0.635 | 32.0 | 1090 |
| after detailed placement | 0.362 | 0.623 | 32.0 | 1090 |
| after CTS | 0.377 | 0.616 | 32.7 | 1120 |
| after global routing | 0.390 | 0.537 | 32.7 | 1120 |
| final | 0.380 | 0.631 | 32.7 | 1120 |
==> power by group through the flow <==
| stage | clock network [mW] | registers [mW] | logic [mW] |
|---|---|---|---|
| 4_1_cts | 0.0911 | 0.0925 | 0.0838 |
| 5_1_grt | 0.0994 | 0.0931 | 0.0915 |
| 6_report | 0.0863 | 0.0924 | 0.0795 |
==> worst max-delay path: stages <==
cell and delay [ns]:
clkdlybuf4s50_1 0.46, nand2_1 0.06, inv_1 0.07, clkdlybuf4s50_1 0.46
==> cell usage after synthesis <==
master,count
and2_1,18
nand4b_1,1
nor2b_4,1
edfxtp_1,1
o21ai_2,1
nor2_1,1
inv_1,3
a211o_1,1
conb_1,1
nand2b_1,1
nand2_1,2
a21o_1,1
dfrtp_1,4
dfstp_2,1
clkbuf_2,1
buf_4,65
nand3_1,1
==> layer usage <==
layer	vias up	share of wire [%]
li1	277	-
met1	239	36
met2	54	50
met3	0	14
met4	0	0
met5	-	0
==> cells in the final DEF, fill, tap and decap left out, drive strengths merged, types with 2 or more instances in the layout <==
master	instances
conb	65
clkdlybuf4s50	44
and2	18
dfrtp	4
clkbuf	4
inv	3
nand2	2
==> area by class of cell <==
type | count | area (µm²)
clock buffer | 4 | 26.3
fill | 363 | 2300
inverter | 3 | 11.3
multi-input combinational | 93 | 427
sequential | 6 | 156
tap | 46 | 57.6
timing repair buffer | 44 | 440
==> kinds of logic (layout without fill, tap and decap cells) <==
logic type	count (synthesis)	count (layout)
and+or+nand+nor	25	25
other	1	65
AOI/OAI and AO/OA	3	3
DFF	6	6
buffers and inverters	69	51
==> worst paths after layout <==
path	slack, ns	from	depth (start not counted)	endpoint
max	0.63	vga_address[0]	4	sram_lb_n
min	0.38	vram_ctrl_inst.state_reg[3]	0	vram_ctrl_inst.state_reg[5]
max reg2reg	1.71	vram_ctrl_inst.state_reg[0]	2	vram_ctrl_inst.we_n_reg
min reg2reg	0.38	vram_ctrl_inst.state_reg[3]	0	vram_ctrl_inst.state_reg[5]
max in group asynchronous	2.03	reset	2	vram_ctrl_inst.state_reg[0]
min in group asynchronous	0.52	reset	2	vram_ctrl_inst.state_reg[4]
No activity file was given, so power comes from the tool's default toggle rates.
